==> design/flow/design.v <==
module gcd_top (
    input clk,
    input rst,
    input go,
    input [31:0] a,
    input [31:0] b,
    output [31:0] GCD_OUT
);
    wire ld_a, ld_b, sub_a, sub_b;
    wire a_gt_b, b_gt_a, a_eq_b;
    gcd_data_path datapath (
        .clk(clk),
        .rst(rst),
        .ld_a(ld_a),
        .ld_b(ld_b),
        .sub_a(sub_a),
        .sub_b(sub_b),
        .a(a),
        .b(b),
        .a_gt_b(a_gt_b),
        .b_gt_a(b_gt_a),
        .a_eq_b(a_eq_b),
        .GCD_OUT(GCD_OUT)
    );
    gcd_controller controller (
        .clk(clk),
        .rst(rst),
        .a_gt_b(a_gt_b),
        .b_gt_a(b_gt_a),
        .a_eq_b(a_eq_b),
        .go(go),
        .ld_a(ld_a),
        .ld_b(ld_b),
        .sub_a(sub_a),
        .sub_b(sub_b)
    );
endmodule
module gcd_controller (
    input clk,
    input rst,
    input a_gt_b, b_gt_a, a_eq_b,
    input go,
    output reg ld_a, ld_b, sub_a, sub_b
);
    reg [1:0] ps, ns;
    parameter IDLE = 2'b00,
              LOAD = 2'b01,
              COMPARE = 2'b10,
              FINISH = 2'b11;
    always @(posedge clk or posedge rst) begin
        if (rst) begin
            ps <= IDLE;
        end else begin
            ps <= ns;
        end
    end
    always @(*) begin
        ld_a = 0;
        ld_b = 0;
        sub_a = 0;
        sub_b = 0;
        case (ps)
            IDLE: ns = (go) ? LOAD : IDLE;
            LOAD: begin
                ns = COMPARE;
                ld_a = 1;
                ld_b = 1;
            end
            COMPARE: begin
                if (a_gt_b) begin
                    ns = COMPARE;
                    sub_a = 1;
                end else if (b_gt_a) begin
                    ns = COMPARE;
                    sub_b = 1;
                end else if(a_eq_b) begin
                    ns = FINISH;
                end
            end
            FINISH: ns = IDLE;
            default: ns = IDLE;
        endcase
    end
endmodule
module gcd_data_path(
    input clk,
    input rst,
    input ld_a, ld_b, sub_a, sub_b,
    input [31:0] a,
    input [31:0] b,
    output wire a_gt_b, b_gt_a, a_eq_b,
    output reg [31:0] GCD_OUT
);
    reg [31:0] temp_a;
    reg [31:0] temp_b;
    assign a_eq_b = (temp_a == temp_b);
    assign a_gt_b = (temp_a > temp_b);
    assign b_gt_a = (temp_b > temp_a);
    always @(posedge clk or posedge rst) begin
        if (rst) begin
            temp_a <= 0;
            temp_b <= 0;
        end else if (ld_a && ld_b) begin
            temp_a <= a;
            temp_b <= b;
        end else if (sub_a) begin
            temp_a <= temp_a - temp_b;
        end else if (sub_b) begin
            temp_b <= temp_b - temp_a;
        end
    end
    always @(posedge clk or posedge rst) begin
        if (rst) begin
            GCD_OUT <= 0;
        end else if (a_eq_b) begin
            GCD_OUT <= temp_a;
            end
        end
endmodule
==> design/flow/run.sh <==
#!/bin/bash
# OpenROAD 26Q1-2900-gdf79404cd8, Yosys 0.63+post, stock flow scripts
make -C /OpenROAD-flow-scripts/flow DESIGN_CONFIG=/design/flow/config.mk WORK_HOME=/design/flow/orfs finish
==> design/flow/config.mk <==
export PLATFORM = sky130hd
export DESIGN_NAME = gcd_top
export DESIGN_NICKNAME = gcd_top
export VERILOG_FILES = /design/flow/design.v
export SDC_FILE = /design/flow/constraint.sdc
export NUM_CORES = 4
export LEC_CHECK = 1
export CORE_UTILIZATION = 30
==> design/flow/constraint.sdc <==
current_design gcd_top

set clk_period 8.3
set clk_io_pct 0.2

create_clock -name clk0 -period $clk_period [get_ports {clk}]

set non_clock_inputs [all_inputs -no_clocks]
set_input_delay [expr $clk_period * $clk_io_pct] -clock clk0 $non_clock_inputs
set_output_delay [expr $clk_period * $clk_io_pct] -clock clk0 [all_outputs]
==> results_slide.txt <==
Run Summary

GRT
  • Met2 Use GR: between 20% and 30%
  • GRT Overall Usage: a little under a fifth
  • Number of global-route vias before repair: 7,106
  • Largest net degree at the start of global routing: between 60 and 70
  • GRT met1 Usage: roughly 28%
  • Antenna violations before repair: 0
  • Grt met3 use: under 10%
  • First-pass GRT wire length: ~39,000 microns
  • Total gr overflow: 0
  • Grt peak-use layer: met1

Min path
  • Tightest Hold Check Type: flip-flop to flip-flop
  • Hold Path Depth: 2

Timing
  • Hold Vio Cnt, Final: 0
  • Tcrit/Tclk final: between 40% and 50%
  • Register pins left without a clock: 2
  • Setup ws final: between 4000 and 5000 ps
  • Final hold slack: slightly below 500 ps
  • Final setup viols: 0
  • Setup Skew: a little over 10 ps
  • Worst slew pin tran: around 940 ps
  • TNS Setup: 0 ps
  • Final min period: approximately 3500 ps
  • Slew headroom: a little over a third
  • Number of unconstrained endpoints: 4
  • Peak Freq: 284 MHz
  • RSZ-0062 raised after global routing: no
  • Fin. max-slew vios: 0

Clock tree
  • Clock Tree Buf Depth: 2
  • CTS tree: yes
  • # H-tree levels: 3
  • Post-CTS Resized: 0
  • Clk ins delay skew pair: approximately 360 ps
  • Hold buffer count at CTS: 0
  • Clock slew at reported path FFs: ~70 ps
  • Total CTS buffers: 9
  • Post-CTS setup buffers: 0
  • CTS root buf: clkbuf_16

Logic synthesis
  • Synth warnings: 2
  • Cell area leaders: dfrtp_1, ha_1, nand2_1
  • Number of synthesized flops with an enable pin: 0
  • Syn avg cell area: ~8 sq um
  • Post-synth regs: 100
  • Yosys stat chip area: 8080 sq um
  • Dominant register cell: dfrtp_1
  • Synthesized instance count: approximately 1,000
  • Syn Std Cell Area: slightly above 8000 sq um
  • Cell count listed in synth_stat.txt: ~1,000
  • Asr flop ratio synth: 98.0%
  • Area share, top type: a little under a third
  • Synth cell types: 66
  • Cell taking the most area after synthesis: dfrtp_1

Critical path
  • Worst r2r src: datapath.temp_a[0]
  • CP Capture Point: datapath.temp_b[22]
  • Worst path top cell family by delay: AND-OR/OR-AND gates
  • CP max stage cell: a211o_1
  • Internal reg-to-reg setup slack: between 4000 and 5000 ps
  • Worst EP arrival: roughly 3800 ps
  • Setup Crit Path Kind: flip-flop to flip-flop
  • Crit. Startpoint: datapath.temp_a[0]
  • Most common cell on crit path: o21ai_1
  • Worst path required time: between 8000 and 9000 ps
  • Slowest cell delay on critical path: around 520 ps
  • Critical path cell sequence: inv_1 -> ha_1 -> fa_1 -> nor2b_1 -> o21ai_1 -> a21oi_1 -> o21ai_1 -> a31oi_4 -> a211o_1 -> nor2_1 -> a221o_1
  • Critical path depth in cells: 11
  • Worst Setup End Kind: flip-flop
  • R2R depth: 11
  • CP bufs+invs: 1
  • CP max FO: 10
  • RR Endpoint: datapath.temp_b[22]
  • Startpoint Class: flip-flop

Cells and area
  • Layout cells sized above 1: approximately 4.3%
  • Synth-to-layout area growth: 19.0%

Floorplanning
  • Chip height: roughly 170 microns
  • Fp util: between 30% and 40%
  • Core area: about 26,000 sq um
  • IO Pins: between 90 and 100
  • DIE WIDTH: between 150 and 200 microns
  • Core Rows: between 50 and 60
  • Die area: ~28,000 sq um

Job
  • Tool Warnings: roughly 60
  • Max-cap violations: 0

Place
  • # port buffers: ~98
  • RePlAce Congestion: just over 0.9
  • Final HPWL DP: 18,300 microns
  • Placement Setup Slack: between 4000 and 5000 ps

Detailed routing
  • Drt total wl: about 24,000 microns
  • Initial DRC count: between 500 and 600
  • Ant diodes: 0
  • Via Count: 7,174
  • DRC Markers: 0
  • Post-route ant nets: 0
  • Routed vias/inst: around 5
  • Avg WL per Cell: ~17 microns
  • Drt first pass iters: 16

Power and ir drop
  • Final Power: roughly 4.7 mW
  • P_leak: 4.19 nW
  • Maximum vdd ir drop: between 0.00015 and 0.0002 V
  • PwrDens: slightly below 500 nW/um^2

Run status
  • Status: completed
## stage by stage
| stage | utilization [%] | instances | instance area [sq um] |
|---|---|---|---|
| floorplan | - | 1000 | 8080 |
| global placement | 35.5 | 1383 | 9300 |
| detailed placement | 35.5 | 1383 | 9300 |
| CTS | 36.7 | 1399 | 9610 |
| global route | 36.7 | 1399 | 9610 |
| finish | 36.7 | 1399 | 9610 |
## cells in the final DEF (no fill, tap or decap), types with 4 or more instances in the layout
cell type | synthesis | routed
nand2_1 | 132 | 132
dfrtp_1 | 98 | 98
clkdlybuf4s50_1 | 0 | 98
inv_1 | 88 | 87
o21ai_0 | 73 | 73
a21oi_1 | 73 | 73
ha_1 | 68 | 67
nor2_1 | 44 | 44
a21o_1 | 32 | 32
o21ai_1 | 29 | 29
mux2i_1 | 29 | 29
nand3_1 | 28 | 27
xnor2_1 | 25 | 25
xor2_1 | 21 | 21
a31oi_1 | 18 | 18
nand4_1 | 15 | 15
buf_4 | 6 | 12
o211ai_1 | 10 | 10
nor3_1 | 10 | 10
nor2b_1 | 9 | 9
o21a_1 | 9 | 9
o311ai_0 | 9 | 9
clkbuf_16 | 0 | 9
o31a_1 | 7 | 7
o21bai_1 | 6 | 6
nand2b_1 | 6 | 6
o31ai_1 | 6 | 6
a2bb2oi_1 | 6 | 6
o221ai_1 | 5 | 5
and3_1 | 5 | 5
or3_1 | 4 | 4
nand3b_1 | 4 | 4
a221o_1 | 4 | 4
a311oi_1 | 4 | 4
a211oi_1 | 4 | 4
and2_1 | 4 | 4
## layer usage
layer	vias to the layer above	part of all wire, %
met3	30	4.2
met1	3333	50
met2	179	43
li1	3632	-
met4	0	1.8
met5	-	0
## registers in the layout, summed over array words and instances, names as in the netlist
name / flops
controller.ns: 2
controller.ps: 2
datapath.GCD_OUT: 32
datapath.temp_a: 32
datapath.temp_b: 32
## cells by family (layout without fill, tap and decap cells)
kind of cell	after synthesis	in the layout	share of synthesized area [%]
AOI/OAI and AO/OA	325	325	25.7
muxes	32	32	4.01
xor gates and xnor gates	46	46	4.99
and+or+nand+nor	276	276	15.8
buffers and inverters	151	215	7.79
adders and majority gates	70	70	11.0
latches	2	2	0.372
DFF	98	98	30.3
## cells in the mapped netlist, types with 21 or more instances
cell / number
o21ai_0: 73
nand2_1: 132
dfrtp_1: 98
xor2_1: 21
xnor2_1: 25
inv_1: 88
mux2i_1: 29
a21o_1: 32
nor2_1: 44
nand3_1: 28
o21ai_1: 29
ha_1: 68
clkbuf_1: 37
a21oi_1: 73
## layout make-up
type,count,area (sq um)
Fill cell,2670,16600
Multi-Input combinational cell,749,4990
Sequential cell,100,2480
Timing Repair Buffer,110,1070
Tap cell,335,419
Inverter,89,337
Clock buffer,9,225
Clock inverter,7,83.8
## worst min path at each step
stage                                  end                  from  slack (ps)
final                 datapath.GCD_OUT[26]  datapath.GCD_OUT[26]         480
after global routing  datapath.GCD_OUT[12]  datapath.GCD_OUT[12]         520
after CTS             datapath.GCD_OUT[26]  datapath.GCD_OUT[26]         490
## worst min-delay path, cell delays in order (launching register included)
cell and delay, ps:
dfrtp_1 350, nand2_1 40, o21ai_0 60
## power breakdown
part / switching, mW / internal [mW]
logic: 2.12 / 1.36
clock network: 0.204 / 0.240
registers: 0.108 / 0.649
total: 2.44 / 2.25
Power and IR drop assume default switching activity.
